$ cat flow/config.mk
export PLATFORM = sky130hd
export DESIGN_NAME = ffs_arbiter
export DESIGN_NICKNAME = ffs_arbiter
export VERILOG_FILES = /design/flow/design.v
export SDC_FILE = /design/flow/constraint.sdc
export NUM_CORES = 4
export LEC_CHECK = 1
export CORE_UTILIZATION = 40
export SYNTH_HDL_FRONTEND = slang
$ cat flow/constraint.sdc
current_design ffs_arbiter

set clk_period 4.7
set clk_io_pct 0.2

create_clock -name clk0 -period $clk_period [get_ports {clk}]

set non_clock_inputs [all_inputs -no_clocks]
set_input_delay [expr $clk_period * $clk_io_pct] -clock clk0 $non_clock_inputs
set_output_delay [expr $clk_period * $clk_io_pct] -clock clk0 [all_outputs]
$ cat flow/design.v
package ffs_a_pkg;
    timeunit 1ns;
    timeprecision 100ps;
    typedef bit [31:0] uint32_t;
    typedef enum {FAIL, PASS} pf_e;
    class Vector#(parameter WIDTH=32);
        rand bit [WIDTH-1:0] vect;
        uint32_t last_rnd_rbn;
        uint32_t rnd_rbn;
        uint32_t mid_test_reqs;
        const uint32_t NOT_FOUND = 32'hffff_ffff;
        function new();
            this.srandom(2352835);
            last_rnd_rbn = WIDTH-1;
        endfunction
        function uint32_t FindFirst(input uint32_t max);
            for (int i = max; i >= 0; i--)
                if (vect[i] == 1'b1)
                    return (uint32_t'(i));
            return (NOT_FOUND);
        endfunction
        function void SetRR(input uint32_t max_val=this.last_rnd_rbn);
            uint32_t masked_rr;
            uint32_t unmasked_rr;
            masked_rr = FindFirst(max_val);
            unmasked_rr = FindFirst(WIDTH-1);
            if (masked_rr != NOT_FOUND)
                rnd_rbn = masked_rr;
            else if (unmasked_rr != NOT_FOUND)
                rnd_rbn = unmasked_rr;
            else
                begin
                    $display("@%t SetRR:  ERROR!  Expected rnd_rbn, but NOT_FOUND", $realtime);
                    $finish;
                end
            return;
        endfunction
        function void ClearRR();
            last_rnd_rbn = rnd_rbn;
            vect = vect & ~(1 << rnd_rbn);
        endfunction
        function void Show();
            $display("@%t vect = %0h, last_rnd_rbn = %0d, rnd_rbn = %0d",
                $realtime, vect, last_rnd_rbn, rnd_rbn);
        endfunction
        function void AddReq();
            uint32_t req;
            if (WIDTH-rnd_rbn < 5)
                return;
            req = $urandom_range(WIDTH-1, rnd_rbn+1);
            if (vect[req] == 0)
                begin
                    vect[req] = 1'b1;
                    mid_test_reqs++;
                end
            $display("@%t AddReq:  req = %0d, vect = %0h", $realtime, req, vect);
        endfunction
    endclass
    class Agnt#(parameter CLIENTS=8);
        mailbox mbxA2D;
        mailbox mbxD2A;
        mailbox mbxA2SB;
        virtual ffs_arbiter_if#(CLIENTS).TB sig_h;
        Vector#(CLIENTS) tc;
        Vector#(CLIENTS) sb_copy;
        uint32_t loops;
        uint32_t MAX_LOOPS = 1;
        function new(mailbox a2d, mailbox d2a, mailbox a2sb, virtual ffs_arbiter_if#(CLIENTS).TB s);
            this.mbxA2D = a2d;
            this.mbxD2A = d2a;
            this.mbxA2SB = a2sb;
            sig_h = s;
        endfunction
        task run();
            tc = new ();
            forever
                begin
                    if (tc.vect == {CLIENTS{1'b0}} && loops < MAX_LOOPS)
                        begin
                            assert (tc.randomize());
                            loops++;
                        end
                    else if (tc.vect == {CLIENTS{1'b0}} && loops == MAX_LOOPS)
                        begin
                            mbxA2D.put(tc);
                            repeat (10) @(sig_h.cb);
                            $display("@%t TEST COMPLETED - PASSED", $realtime);
                            $finish;
                        end
                    tc.SetRR();
                    sb_copy = new tc;
                    $display("@%t Agnt: tc", $realtime);
                    tc.Show();
                    mbxA2D.put(tc);
                    mbxA2SB.put(sb_copy);
                    mbxD2A.get(tc);
                    tc.ClearRR();
                    if (($urandom & 3) == 0)
                        tc.AddReq();
                end
        endtask
    endclass
    class Driver#(parameter CLIENTS=10);
        mailbox mbxA2D;
        mailbox mbxD2A;
        virtual ffs_arbiter_if#(CLIENTS).TB sig_h;
        function new(mailbox a2d, mailbox d2a, virtual ffs_arbiter_if#(CLIENTS).TB s);
            this.mbxA2D = a2d;
            this.mbxD2A = d2a;
            sig_h = s;
        endfunction
        task run();
            Vector#(CLIENTS) tc;
            forever
                begin
                    mbxA2D.get(tc);
                    sig_h.cb.req <= tc.vect;
                    @(sig_h.cb)
                        while (sig_h.cb.gnt == 0)
                            begin
                                @(sig_h.cb);
                            end
                    $display("@%t Driver:  gnt asserted for vector = %0h", $realtime, tc.vect);
                    mbxD2A.put(tc);
                end
        endtask
    endclass
    class Monitor#(parameter CLIENTS=4);
        mailbox mbxM2SB;
        virtual ffs_arbiter_if#(CLIENTS).TB sig_h;
        function new(mailbox m2sb, virtual ffs_arbiter_if#(CLIENTS).TB s);
            this.mbxM2SB = m2sb;
            sig_h = s;
        endfunction
        task run();
            Vector#(CLIENTS) my_rsp;
            forever
                begin
                    @(sig_h.cb)
                        if (sig_h.cb.gnt != 0)
                            begin
                                my_rsp = new ();
                                my_rsp.vect = sig_h.cb.gnt;
                                $display("@%t Monitor:  my_rsp.vect = %0h", $realtime, my_rsp.vect);
                                mbxM2SB.put(my_rsp);
                            end
                end
        endtask
    endclass
    class ScoreBoard#(parameter CLIENTS=4);
        mailbox mbxA2SB;
        mailbox mbxM2SB;
        virtual ffs_arbiter_if#(CLIENTS).TB sig_h;
        uint32_t cnt;
        function new(mailbox a2sb, mailbox m2sb, virtual ffs_arbiter_if#(CLIENTS).TB s);
            this.mbxA2SB = a2sb;
            this.mbxM2SB = m2sb;
            sig_h = s;
        endfunction
        task run();
            Vector#(CLIENTS) tb;
            Vector#(CLIENTS) dut;
            pf_e chk;
            forever
                begin
                    mbxA2SB.get(tb);
                    mbxM2SB.get(dut);
                    cnt++;
                    dut.SetRR(CLIENTS-1);
                    chk = pf_e'(tb.rnd_rbn == dut.rnd_rbn);
                    if (chk == PASS)
                        $display("@%t PASS dut == tb == %0d, cnt = %0d, mid_test_reqs = %0d",
                            $realtime, tb.rnd_rbn, cnt, tb.mid_test_reqs);
                    else
                        begin
                            $display("@%t ERROR dut = %0d, tb = %0d, mid_test_reqs = %0d",
                                $realtime, dut.rnd_rbn, tb.rnd_rbn, tb.mid_test_reqs);
                            repeat (10) @(sig_h.cb);
                            $finish;
                        end
                end
        endtask
    endclass
    class MyEnv#(parameter CLIENTS=4);
        Agnt#(CLIENTS) agnt;
        Driver#(CLIENTS) drv;
        Monitor#(CLIENTS) mon;
        ScoreBoard#(CLIENTS) scb;
        mailbox mbxA2D;
        mailbox mbxD2A;
        mailbox mbxA2SB;
        mailbox mbxM2SB;
        function new(virtual ffs_arbiter_if#(CLIENTS).TB s);
            mbxA2D = new ();
            mbxD2A = new ();
            mbxA2SB = new ();
            mbxM2SB = new ();
            agnt = new (.a2d(mbxA2D), .d2a(mbxD2A), .a2sb(mbxA2SB), .s(s));
            drv = new (.a2d(mbxA2D), .d2a(mbxD2A), .s(s));
            mon = new (.m2sb(mbxM2SB), .s(s));
            scb = new (.a2sb(mbxA2SB), .m2sb(mbxM2SB), .s(s));
        endfunction
        task run();
            fork
                agnt.run();
                drv.run();
                mon.run();
                scb.run();
            join_none
        endtask
    endclass : MyEnv
endpackage : ffs_a_pkg
module ffs_arbiter#(parameter CLIENTS=16)
    (
        input logic clk,
        input logic rst_n,
        input logic [CLIENTS-1:0] req,
        output logic [CLIENTS-1:0] gnt
    );
    logic [CLIENTS-1:0] mask;
    logic [CLIENTS-1:0] win_mask_only;
    logic [15:0] req_location;
    logic [15:0] reqm_location;
    logic vld_ffs_req;
    logic vld_ffs_reqm;
    logic [CLIENTS-1:0] req_masked;
    logic [CLIENTS-1:0] req_win_mask;
    logic [15:0] winner;
    logic win_vld;
    assign req_masked = req & mask;
    assign req_win_mask = req & win_mask_only;
    assign {vld_ffs_req, req_location} = ffs(req_win_mask);
    assign {vld_ffs_reqm, reqm_location} = ffs(req_masked);
    always_comb
        begin
            if (vld_ffs_reqm)
                begin
                    winner = reqm_location;
                    win_vld = 1'b1;
                end
            else if (vld_ffs_req)
                begin
                    winner = req_location;
                    win_vld = 1'b1;
                end
            else
                begin
                    winner = 16'd0;
                    win_vld = 1'b0;
                end
        end
    always_ff @(posedge clk)
        if (!rst_n)
            win_mask_only <= '0;
        else if (win_vld)
            win_mask_only <= ~({(CLIENTS-1)'('d0), 1'b1} << winner);
        else
            win_mask_only <= {CLIENTS{1'b1}};
    always_ff @(posedge clk)
        if (!rst_n)
            mask <= '0;
        else
            mask <= ({(CLIENTS-1)'('d0), 1'b1} << winner)-1'b1;
    always_ff @(posedge clk)
        if (!rst_n)
            gnt <= '0;
        else if (win_vld)
            begin
                gnt <= '0;
                gnt[winner] <= 1'b1;
            end
        else
            gnt <= '0;
    function automatic logic [16:0] ffs(input logic [CLIENTS-1:0] vector);
        logic vld;
        logic [15:0] location;
        vld = 1'b0;
        location = 16'hffff;
        for (int i = 0; i < CLIENTS; i++)
            if (vector[i] == 1'b1)
                begin
                    vld = 1'b1;
                    location = i[15:0];
                end
        return ({vld, location});
    endfunction
endmodule
$ cat flow/run.sh
#!/bin/bash
# OpenROAD 26Q1-2900-gdf79404cd8, Yosys 0.63+post, stock flow scripts
make -C /OpenROAD-flow-scripts/flow DESIGN_CONFIG=/design/flow/config.mk WORK_HOME=/design/flow/orfs finish
==> Changelog: implementation <==
### Implementation results

- Final period demand of the worst path: a little under 4000 ps
- Pleak: around 0.001 µW
- Startpoint Class: input pin
- Post-synth top flop: dfxtp_1
- Most frequent logic cell in the layout: dfxtp_1
- Combinational group share of total power: 0.471
- Clock transition at path regs: around 80 ps
- Cell Pwr Density: between 500 and 600 nW/µm²
- Fill cell count: 498
- Number of hold violations in the final report: 0
- Die X: about 75 µm
- Area contributors post-synth: dfxtp_1 45%, nand2_1 5.2%, nor2_1 4.4%
- Registers, synthesis: between 40 and 50
- R2r setup slk: approximately 1700 ps
- Clk buf depth: 2
- Setup TNS: 0 ps
- Row count: 26
- Top cell type's share of synthesized area: 0.446
- Vias: 1836
- Dominant cell type by area after synthesis: dfxtp_1
- Worst IR drop on VDD: approximately 0.27 mV
- Share of cells above drive strength 1: 0.106
- Dpl hpwl: around 4200 µm
- Psw: ~630 µW
- Syn avg cell area: a little over 9 µm²
- Init Core Util: 0.419
- CTS Root Cell: clkbuf_8
- Cts repair resizes: 0
- OpenROAD warning count: 25
- Layout area overhead: 21.1%
- Postcts setup bufs: 0
- Setup WS pre-CTS: around 550 ps
- RSZ-0062 raised after global routing: no
- DRT antenna net count: 0
- DRC viols: 0
- Switching share of total power: 0.418
- Post-synthesis cell count: between 200 and 250
- Max-Cap Viols: 0
- CTS tree: done
- Top logic cells by instance count in the layout: 48 x dfxtp_1, 33 x clkdlybuf4s50_1, 30 x nand2_1
- DR WL/cell: 16.2 µm
- Critical-path maximum fanout: 12
- PortBufs: 33
- Final WS setup: 820 ps
- CTS H-tree depth: 2
- DRT Wirelength: 5430 µm
- Worst Hold Class: flop to flop
- Worst skew pair latency: between 200 and 300 ps
- Outcome: finished clean
- Slew @ Worst Pin: 521 ps
- Cell Int Power: around 900 µW
- Die Y-Extent: approximately 75 µm
- Synth Cell Area: 2160 µm²
- Core Footprint: between 5000 and 6000 µm²
- Worst Skew: 4.09 ps
- All-Layer GR Usage: 0.210
- Initial antenna violation count: 0
- Yosys stat area: 2160 µm²
- Clock sink count: 48
- Synth Seq Share: 0.446
- Critical setup path kind: input pin to flop
- Clock power frac: 0.152
- Antenna diode count: 0
- Final Cycle Share: 0.826
- Overflow after GRT: 0
- Asr flop ratio synth: 0
- Max-slew violations: 0
- First-pass DRT Iterations: 4
- Critical Path AT: a little over 4000 ps
- Max Clk Rate: 258 MHz
- PnR Total Power: around 1500 µW
- Worst endpoint required time: between 4000 and 5000 ps
- Synth Warn #: 0
- # setup viols final: 0
- Final GP Congestion: between 0.8 and 0.9
- Critical Path Sink Type: flop
- Pin count of the biggest net entering global routing: 18
- Vias/cell: 5.48
- Post-CTS Hold Fix Bufs: 0
- Yosys stat cell total: ~230
- Die Footprint: between 5000 and 6000 µm²
- Flop pwr share: 0.377
- DRT iter0 DRCs: roughly 120
- Number of global-route vias before repair: ~1800
- Num CTS Buffers: 5
- Flip-flops with a built-in enable: 0
- Worst rel slew slack: 0.649
- Count of different cell masters after synthesis: 56
- First-pass GRT wire length: around 8600 µm
- I/O Pins: 34
-- worst max-delay path, cell delays in order --
cell,delay (ps)
clkdlybuf4s50_1,480
a22oi_2,310
nand4_2,200
nor3_4,280
o2111ai_2,190
and2_1,330
or3_1,400
ha_1,330
or4_1,550
o21ai_0,80
-- cells in the mapped netlist (all sizes together), types with 5 or more instances --
cell	number
a22oi	13
a31oi	12
inv	5
nand3	12
nand2b	5
buf	5
nand2	30
nor2	25
o21a	7
dfxtp	48
nor3	6
and2	5
-- flip-flops by register name, summed over array words and instances (netlist names) --
signal / flops
gnt: 16
mask: 16
win_mask_only: 16
-- metrics by stage --
step | cells | util | hold WS (ps) | cell area, µm²
after global placement | 328 | 0.492 | 835 | 2530
after CTS | 335 | 0.508 | 859 | 2610
after detailed placement | 328 | 0.492 | 849 | 2530
after floorplan | 233 | - | 706 | 2160
after global routing | 335 | 0.508 | 922 | 2610
final | 335 | 0.508 | 861 | 2610
-- power groups by stage --
stage | sequential, µW | combinational, µW | clock (µW)
4_1_cts | 570 | 711 | 236
5_1_grt | 582 | 785 | 251
6_report | 570 | 712 | 230
-- cells by family (layout without fill, tap and decap cells) --
kind of cell             Yosys count  in the layout  synth area share
AND/OR/NAND/NOR                   96             96             0.228
AND-OR/OR-AND                     69             69             0.268
flip-flops                        48             48             0.446
buffers and inverters             14             46            0.0331
multiplexers                       4              4            0.0186
adder cells (fa/ha/maj)            1              1           0.00580
other                              1              1           0.00174
-- cell type report --
cell class | instances | area (µm²) | share of cell area
multi-input cells | 171 | 1120 | 0.430
flip-flops and latches | 48 | 961 | 0.368
repair buffers | 34 | 338 | 0.129
well taps | 70 | 87.6 | 0.0336
clock buffers | 5 | 68.8 | 0.0264
inverters | 5 | 18.8 | 0.00719
clock inverters | 2 | 12.5 | 0.00479
-- metal layers --
layer  global-route usage  wire length [µm]
met1                0.315              2560
met2                0.332              2390
met3               0.0429               403
met4               0.0267                75
met5                    0                 0
-- worst paths after layout --
path	startpoint	to	cells past startpoint
setup reg to reg	mask[14]	mask[10]	9
hold reg to reg	mask[5]	gnt[0]	4
setup / recovery	req[10]	mask[10]	10
hold / removal	mask[5]	gnt[0]	4
Power and IR drop assume default switching activity.
